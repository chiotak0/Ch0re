<file path="flow/config.mk">
export PLATFORM = sky130hd
export DESIGN_NAME = SRAM1RW512x8
export DESIGN_NICKNAME = SRAM1RW512x8
export VERILOG_FILES = /design/flow/design.v
export SDC_FILE = /design/flow/constraint.sdc
export NUM_CORES = 4
export LEC_CHECK = 1
export CORE_UTILIZATION = 40
</file>
<file path="flow/run.sh">
#!/bin/bash
# OpenROAD 26Q1-2900-gdf79404cd8, Yosys 0.63+post, stock flow scripts
make -C /OpenROAD-flow-scripts/flow DESIGN_CONFIG=/design/flow/config.mk WORK_HOME=/design/flow/orfs finish
</file>
<file path="flow/constraint.sdc">
current_design SRAM1RW512x8

set clk_period 33.2
set clk_io_pct 0.2

create_clock -name clk0 -period $clk_period [get_ports {CE}]

set non_clock_inputs [all_inputs -no_clocks]
set_input_delay [expr $clk_period * $clk_io_pct] -clock clk0 $non_clock_inputs
set_output_delay [expr $clk_period * $clk_io_pct] -clock clk0 [all_outputs]
</file>
<file path="flow/design.v">
 `timescale 1ns/100fs
 module SRAM1RW512x8 (A,CE,WEB,OEB,CSB,I,O);
 input 				CE;
 input 				WEB;
 input 				OEB;
 input 				CSB;
 input 	[9-1:0] 		A;
 input 	[8-1:0] 	I;
 output 	[8-1:0] 	O;
 wire 	[8-1:0] 	O;
 wire 				RE;
 wire 				WE;
SRAM1RW512x8_1bit sram_IO0 ( CE, WEB,  A, OEB, CSB, I[0], O[0]);
SRAM1RW512x8_1bit sram_IO1 ( CE, WEB,  A, OEB, CSB, I[1], O[1]);
SRAM1RW512x8_1bit sram_IO2 ( CE, WEB,  A, OEB, CSB, I[2], O[2]);
SRAM1RW512x8_1bit sram_IO3 ( CE, WEB,  A, OEB, CSB, I[3], O[3]);
SRAM1RW512x8_1bit sram_IO4 ( CE, WEB,  A, OEB, CSB, I[4], O[4]);
SRAM1RW512x8_1bit sram_IO5 ( CE, WEB,  A, OEB, CSB, I[5], O[5]);
SRAM1RW512x8_1bit sram_IO6 ( CE, WEB,  A, OEB, CSB, I[6], O[6]);
SRAM1RW512x8_1bit sram_IO7 ( CE, WEB,  A, OEB, CSB, I[7], O[7]);
endmodule
module SRAM1RW512x8_1bit (CE_i,WEB_i,A_i,OEB_i,CSB_i,I_i,O_i);
 input CSB_i;
 input OEB_i;
 input CE_i;
 input WEB_i;
 input 	[9-1:0] 	A_i;
 input 	[0:0] I_i;
 output 	[0:0] O_i;
 reg 	[0:0]O_i;
 reg    	[0:0]  	memory[512-1:0];
 reg  	[0:0]	data_out;
 and u1 (RE, ~CSB_i,  WEB_i);
 and u2 (WE, ~CSB_i, ~WEB_i);
 always @ (posedge CE_i) 
 	if (RE)
 		data_out = memory[A_i];
 always @ (posedge CE_i) 
 	if (WE)
 		memory[A_i] = I_i;
 always @ (data_out or OEB_i)
 	if (!OEB_i) 
 		O_i = data_out;
 	else
 		O_i =  1'bz;
 endmodule
</file>
==> flow_summary.yaml <==
# generated from flow reports
pwr:
  power_leakage_nw: 55.7
  seqPwrFrac_pct: 53.2
  powerDensity_nw_per_um2: 59.8
  p_comb_share_pct: 4.5
  switching_share_pct: 20.9
  pwr-share-clk_pct: 42.3
  peakVddDrop_mv: 0.0539
  power.internal_mw: 8.48
  power_mw: 10.7
  p_switching_mw: 2.24
final_timing:
  max_freq_mhz: 79.1
  period_used_pct: 38.1
  worst_pin_slew_ns: 1.12
  finalHoldViolations: 0
  finalSetupViolCount: 0
  tns_ns: 0
  drv_slew: 0
  fin_crit_ns: 12.64
  slew_headroom_pct: 23.6
  rsz0062_at_grt: "false"
  skew_ns: 0.0365
synth:
  synthCells: 7630
  netlist_area_um2: 159000
  synthArstFlopShare_pct: 0
  ys_warn_count: 4
  synthFlopType: "edfxtp_1"
  edf_count: 4104
  yosysUniqueCellTypes: 64
  synth_top_cell_by_count: "edfxtp_1"
  synthTopCellsByCount: "4104 x edfxtp_1, 887 x mux4_2, 573 x nor2_1"
  topCellsByArea: "edfxtp_1 77%, mux4_2 13%, mux2i_1 2.8%, nor2_1 1.3%, o22ai_1 0.62%"
  yosysChipArea_um2: 159000
  yosys.area.top_type: "edfxtp_1"
  ys_ff: 4104
  syn_avg_cell_area_um2: 20.9
  synth.yosys.seq_area_share_pct: 77.3
  synth_stat.cells: 7630
  synth.top_cell.area_share_pct: 77.3
cells_and_area:
  nFillCells: 32100
  fin_cells: 13400
  final_area_um2: 179000
  area_delta_synth_final_pct: 12.6
  utilization_pct: 45.3
  drive_gt1_share_pct: 22.6
global_routing:
  grt_pass1_vias: 85100
  overflow: 0
  grt_pass1_wl_mm: 603
  grt_max_degree: 124
  antenna_found_initial: 14
  grt.total_usage_pct: 23.3
clocking:
  cts_root_buf: "clkbuf_16"
  cts_resized: 0
  cts_buffers: 404
  cts_tree: "built"
  htreeDepth: 5
  hold_buffers: 0
  cts_sinks: 4104
  clock_path_buffers: 4
  clk_latency_ns: 0.96
  post_cts_buffers: 0
  cts.clk_slew.worst_paths_ns: 0.06
worst_setup_path:
  critPathLaunch: "A[0]"
  r2r-end: "sram_IO3.data_out"
  slowest_stage: "o21ai_0"
  cp_common_cell: "buf_4"
  crit_required_ns: 33.89
  cp-end-kind: "register"
  critPathKind: "input port to register"
  crit_chain: "buf_16 > buf_4 > buf_4 > buf_4 > buf_4 > buf_4 > mux2i_1 > o22ai_1 > nor4_1 > buf_4 > o211ai_1 > o21ai_0 > o2111ai_1 > or4_1"
  worstPathArrival_ns: 13.33
  start_kind: "input port"
  critPathMaxFanout: 70
  reg2reg_slack_ns: 28.78
  slowest_delay_ns: 0.81
  reg2reg_depth: 6
  r2r-start: "sram_IO3.memory[331]"
routing:
  drt-pass1-iter-count: 7
  drtAntennaViolNets: 0
  wl_mm: 419
  drtIter0Drc: 5205
  vias: 77700
  via_per_inst: 5.78
  drc_errors: 0
  wl_per_cell_um: 31.2
die:
  die_x_um: 633
  fp_util_pct: 40.2
  rows: 231
  pin_count: 29
  dieArea_um2: 401000
  die_y_um: 633
  core_um2: 396000
job:
  drv_cap: 0
  warnings: 35
place:
  dp.cells: 12700
  gp_congestion: 0.918
  portBuffers: 27
  place_area_um2: 166000
  place_hpwl_mm: 260
worst_hold_path:
  holdPathEnd: "sram_IO1.data_out"
  whs_path_depth: 5
  hold_class: "register to register"
  min_from: "sram_IO1.memory[382]"
status:
  status: "finished, final reports clean"
[placed cells by master, fill, tap and decap left out, types with 7 or more instances in the layout]
cell / instances
diode_2: 24
a2111oi_0: 11
a22o_1: 13
and2_1: 11
nor2_1: 571
a32oi_1: 7
clkdlybuf4s50_1: 13
mux2_2: 37
mux4_2: 887
nor4_1: 14
o22ai_1: 159
clkbuf_16: 413
o32ai_1: 7
nand2_4: 16
inv_1: 10
clkinv_2: 84
bufinv_16: 45
buf_12: 8
clkinv_1: 99
a211oi_1: 30
nand3_1: 78
nor2b_1: 12
o211ai_1: 18
nand4_1: 107
clkinvlp_4: 15
clkbuf_1: 60
a22oi_1: 102
mux2i_1: 453
nand4b_1: 8
a21oi_1: 78
a211o_1: 8
and3_1: 17
o21ai_0: 98
buf_4: 274
edfxtp_1: 4104
buf_8: 10
a31oi_1: 25
nand2_1: 136
a221oi_1: 10
nor3_1: 8
[worst max-delay path: cells and delay by family]
family          cells  cell delay (ns)
buf+inv             7             3.67
simple gates        2             1.06
compound gates      4             1.51
mux                 1             0.26
[flip-flops by register name, indices dropped and copies added (netlist names)]
register and cells:
sram_IO0.memory 512, sram_IO1.memory 512, sram_IO2.memory 512, sram_IO3.memory 512, sram_IO4.memory 512, sram_IO5.memory 512
sram_IO6.memory 512, sram_IO7.memory 512, sram_IO0.data_out 1, sram_IO1.data_out 1, sram_IO2.data_out 1, sram_IO3.data_out 1
sram_IO4.data_out 1, sram_IO5.data_out 1, sram_IO6.data_out 1, sram_IO7.data_out 1
[cell families after synthesis]
group	count (synthesis)	share of synthesized area (%)
AND-OR/OR-AND	605	2.51
flip-flops	4104	77.3
buffers and inverters	504	1.59
multiplexers	1377	15.6
AND/OR/NAND/NOR	1040	2.94
[how the worst max path moves through the flow]
stage                    to  slack, ns  cells after the start
5_1_grt   sram_IO4.data_out      20.15                     14
4_1_cts   sram_IO4.data_out      20.83                     14
6_report  sram_IO4.data_out      20.56                     14
[stage by stage]
step,hold WS [ns],worst slack [ns]
detailed placement,0.927,19.81
global placement,0.928,19.74
CTS,0.940,20.83
finish,0.933,20.56
floorplan,0.789,23.61
global route,1.01,20.15
[final cells by class]
cell class | count | area, um2 | share of cell area [%]
Timing Repair Buffer | 308 | 2540 | 1.42
Tap cell | 5242 | 6560 | 3.65
Multi-Input combinational cell | 3022 | 33900 | 18.9
Antenna cell | 24 | 60.1 | 0.0335
Sequential cell | 4104 | 123000 | 68.7
Clock buffer | 473 | 10600 | 5.88
Clock inverter | 261 | 2570 | 1.43
Inverter | 13 | 58.8 | 0.0328
[power groups by stage]
stage | sequential, mW | clock, mW | combinational (mW)
4_1_cts | 5.71 | 4.60 | 0.488
5_1_grt | 5.70 | 4.79 | 0.518
6_report | 5.71 | 4.53 | 0.485
[metal layers]
layer	wire, um	vias up	share of wire [%]	track usage (%)
li1	-	32300	-	-
met1	131000	39700	31	26.7
met2	194000	4865	46	33.5
met3	76000	775	18	18.8
met4	17200	34	4.1	7.12
met5	1100	-	0.26	2.71
No activity file was given, so power comes from the tool's default toggle rates.
